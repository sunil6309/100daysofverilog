**flow/run.sh**
```bash
#!/bin/bash
# OpenROAD 26Q1-2900-gdf79404cd8, Yosys 0.63+post, stock flow scripts
make -C /OpenROAD-flow-scripts/flow DESIGN_CONFIG=/design/flow/config.mk WORK_HOME=/design/flow/orfs finish
```
**flow/config.mk**
```make
export PLATFORM = sky130hd
export DESIGN_NAME = dual_port_syn
export DESIGN_NICKNAME = dual_port_syn
export VERILOG_FILES = /design/flow/design.v
export SDC_FILE = /design/flow/constraint.sdc
export NUM_CORES = 4
export LEC_CHECK = 1
export CORE_UTILIZATION = 30
```
**flow/constraint.sdc**
```tcl
current_design dual_port_syn

set clk_period 3.6
set clk_io_pct 0.2

create_clock -name clk0 -period $clk_period [get_ports {clk}]

set non_clock_inputs [all_inputs -no_clocks]
set_input_delay [expr $clk_period * $clk_io_pct] -clock clk0 $non_clock_inputs
set_output_delay [expr $clk_period * $clk_io_pct] -clock clk0 [all_outputs]
```
**flow/design.v**
```verilog
module dual_port_syn #(parameter wi=8,dep=16,add=4)
		(input wr,rd,clk,rst,
		input[add-1:0]wa,ra,
		input[wi-1:0]din,
		output reg[wi-1:0]dout);
		reg[wi-1:0]mem[dep-1:0];
	       integer i;
always@(posedge clk)
begin
if(rst)
begin
  dout<=0;
    for(i=0;i<dep;i=i+1)
        mem[i]<=0;
end
 else
 begin
  if(wr && ~rd)  mem[wa]<=din;
  if (~wr && rd)  dout<=mem[ra];
 end
end
endmodule
```
==> results.sh <==
# implementation run metrics
export IMPL_grt_max_degree=20
export IMPL_synthAdderAreaFrac_pct=0
export IMPL_grt_pass1_wl_um=21700
export IMPL_cp_max_fo=9
export IMPL_numCtsBuffers=17
export IMPL_largest_area_cell="edfxtp_1"
export IMPL_topCellsByArea="edfxtp_1 (62%), and2_1 (12%), mux4_2 (8.4%), mux2i_1 (4.2%), dfxtp_1 (2.6%)"
export IMPL_fp_dieArea_um2=21200
export IMPL_cts_tree="done"
export IMPL_async_reset_ff_share_pct=0
export IMPL_top_cell="edfxtp_1"
export IMPL_gp_congestion=0.796
export IMPL_ys_area_um2=6180
export IMPL_endpoint_kind="flop"
export IMPL_cp_arrival_ns=2.68
export IMPL_startpoint="rst"
export IMPL_r2r_start="mem[8][5]"
export IMPL_finalMaxSlewViolations=0
export IMPL_mux_share_pct=12.6
export IMPL_synthTopLogicFamily="simple AND/OR/NAND/NOR gates"
export IMPL_htreeDepth=4
export IMPL_maxCapViolations=0
export IMPL_synth_cell_types=28
export IMPL_whs_path_depth=2
export IMPL_clock_latency_ns=0.41
export IMPL_tool_warnings=25
export IMPL_reg2reg_to="dout[5]"
export IMPL_numSynthFlops=136
export IMPL_drt_pass1_iter_count=4
export IMPL_relSlewSlack_pct=44.7
export IMPL_yosys_warnings=1
export IMPL_vdd_drop_max_uv=281
export IMPL_drtAntennaViolNets=0
export IMPL_grt_pass1_vias=3722
export IMPL_synth_top_area_share_pct=62.2
export IMPL_simple_gate_share_pct=16.8
export IMPL_portBuffers=27
export IMPL_ys_cells=418
export IMPL_tns_ns=0
export IMPL_max_freq_ghz=0.388
export IMPL_critPathKind="in2reg"
export IMPL_drt_wl_total_um=13700
export IMPL_min_path_type="reg2reg"
export IMPL_stdcell_count=742
export IMPL_r2r_slack_ns=2.11
export IMPL_drive_above_1_share_pct=17.4
export IMPL_fp_row_count=52
export IMPL_hold_viol=0
export IMPL_n_antenna_cell=0
export IMPL_rsz0062_at_grt="false"
export IMPL_period_needed_ns=2.57
export IMPL_power_density_nw_per_um2=499
export IMPL_critPathLaunchType="primary input"
export IMPL_post_cts_buffers=0
export IMPL_clock_sinks=136
export IMPL_r2r_cells=3
export IMPL_worst_pin_slew_ns=0.827
export IMPL_synth_area_um2=6180
export IMPL_path_clk_slew_ns=0.05
export IMPL_die_h_um=146
export IMPL_edf_count=128
export IMPL_setup_violations=0
export IMPL_synthFlopType="edfxtp_1"
export IMPL_overflow=0
export IMPL_aoi_share_pct=3.85
export IMPL_area_growth_pct=19.1
export IMPL_cts_hold_buffers=0
export IMPL_whs_ns=0.500
export IMPL_post_cts_resized=0
export IMPL_dp_hpwl_um=9510
export IMPL_fp_util_pct=30.5
export IMPL_syn_area_per_cell_um2=14.8
export IMPL_crit_path_end="mem[3][7]"
export IMPL_die_x_um=146
export IMPL_cts_root_buffer_cell="clkbuf_16"
export IMPL_routedWlPerCell_um=18.4
export IMPL_vias=3460
export IMPL_globalRouteTotalUtil_pct=14.5
export IMPL_drc=0
export IMPL_ys_top_cells_by_count="edfxtp_1 (128), and2_1 (121), mux2i_1 (26)"
export IMPL_finClkSkew_ns=0.00720
export IMPL_vias_per_cell=4.66
export IMPL_io_pins=28
export IMPL_required_ns=3.70
export IMPL_netlist_instances=418
export IMPL_p_leak_nw=2.56
export IMPL_clk_path_buf_depth=2
export IMPL_xor_area_share_pct=0
export IMPL_dp_cells=710
export IMPL_antenna_found_initial=0
export IMPL_core_um2=20200
export IMPL_yosys_stat_seqShare_pct=64.8
export IMPL_finalClockPeriodUsage_pct=71.5
export IMPL_drt_iter0_drc=130
export IMPL_status="completed"
[power breakdown]
group / total [mW] / internal [mW] / switching [mW] / leakage [nW]
registers: 1.84 / 1.81 / 0.0297 / 1.28
clock network: 1.57 / 0.988 / 0.583 / 0.268
logic: 0.257 / 0.114 / 0.143 / 1.01
[registers in the layout, summed over array words and instances, names as in the netlist]
name,count
mem,128
dout,8
[logic make-up (layout without fill, tap and decap cells)]
logic type / count (synthesis) / after routing
AND/OR/NAND/NOR: 172 / 172
AND-OR/OR-AND: 37 / 37
buffers and inverters: 24 / 78
flip-flops: 136 / 136
multiplexers: 49 / 49
[final cells by class]
cell class | instances | area (um2)
inverters | 2 | 7.51
clock buffers | 29 | 531
multi-input cells | 258 | 2050
clock inverters | 3 | 17.5
well taps | 270 | 338
repair buffers | 44 | 405
flip-flops and latches | 136 | 4000
fillers | 1832 | 12900
[through the flow]
step,setup slack (ns),power [mW],util (%),area (um2)
floorplan,1.28,2.01,-,6180
global placement,0.559,2.13,33.7,6810
detailed placement,0.623,2.14,33.7,6810
CTS,1.06,3.70,36.4,7360
global route,0.756,3.80,36.4,7360
finish,1.03,3.67,36.4,7360
[metal layers]
layer	up-vias	track usage [%]	share of wire [%]
met5	-	0	0
met4	0	2.11	1.5
met3	14	8.35	12
met2	145	21.4	45
met1	1671	19.9	42
li1	1630	-	-
[worst min-delay path by stage]
stage	start	end	slack [ns]
global route	dout[7]	dout[7]	0.53
finish	dout[0]	dout[0]	0.50
CTS	dout[2]	dout[2]	0.50
[worst max-delay path: stages]
cell and delay (ns):
clkdlybuf4s50_1 0.58, and4bb_2 0.39, nand2_1 0.13, nor3_1 0.52, or2_2 0.34
[cells in the final DEF, fill, tap and decap left out, types with 9 or more instances in the layout]
cell type	count
and2_1	121
buf_4	16
clkbuf_16	17
clkdlybuf4s50_1	26
edfxtp_1	128
mux2i_1	26
mux4_2	23
nand2_1	13
nor2_1	13
o211ai_1	9
o21ai_0	19
Power is estimated from default activity; no workload was simulated.
