## design/flow/design.v

```verilog
module fifo #(parameter width=8,depth=16,add=4)
	(input wr,rd,clk,rst,
	input[width-1:0]din,
	output full,empty,
	output reg[width-1:0]dout);
reg[add-1:0]wa,ra;
reg[width-1:0]fmem[depth-1:0];
integer i;
always@(posedge clk)
begin
 if(rst)
  begin
   dout<=0;
   for(i=0;i<depth;i=i+1)
   fmem[i]<=0;
  end
else
begin
if(wr && ~full) fmem[wa]<=din;
if(rd && ~empty) dout<=fmem[ra];
end
end
always@(posedge clk)
begin
if (rst)
begin
  wa<=0; ra<=0;
end
else
begin
if(wr && ~full) wa<=wa+1;
if(rd && ~empty) ra<=ra+1;
end
end
assign full=((wa==15) && (ra==0)) ? 1'b1 : 1'b0;
assign empty= (wa==rd) ;
endmodule
```

## design/flow/run.sh

```bash
#!/bin/bash
# OpenROAD 26Q1-2900-gdf79404cd8, Yosys 0.63+post, stock flow scripts
make -C /OpenROAD-flow-scripts/flow DESIGN_CONFIG=/design/flow/config.mk WORK_HOME=/design/flow/orfs finish
```

## design/flow/config.mk

```make
export PLATFORM = sky130hd
export DESIGN_NAME = fifo
export DESIGN_NICKNAME = fifo
export VERILOG_FILES = /design/flow/design.v
export SDC_FILE = /design/flow/constraint.sdc
export NUM_CORES = 4
export LEC_CHECK = 1
export CORE_UTILIZATION = 50
```

## design/flow/constraint.sdc

```tcl
current_design fifo

set clk_period 7.2
set clk_io_pct 0.2

create_clock -name clk0 -period $clk_period [get_ports {clk}]

set non_clock_inputs [all_inputs -no_clocks]
set_input_delay [expr $clk_period * $clk_io_pct] -clock clk0 $non_clock_inputs
set_output_delay [expr $clk_period * $clk_io_pct] -clock clk0 [all_outputs]
```

==> deck_impl_summary.md <==
Run Summary

Status
  • Status: finished, final reports clean

CTS
  • H-tree depth: 4
  • Setup Buffers After CTS: 0
  • Max clock buf depth: 2
  • Clk Latency, worst-skew pair: 0.41 ns
  • TritonCTS clock tree: yes
  • Total CTS buffers: 17
  • Post-CTS Resized: 0
  • Clk sinks: 144
  • Clk slew on worst S/H paths: 0.05 ns
  • Hold buffer count at CTS: 0
  • Clock root buffer: clkbuf_16

Placement
  • Final GP Congestion: 0.808
  • PortBufs: 21
  • Dpl hpwl: 8.65 mm
  • Pre-CTS WS: 2.88 ns

Route
  • DRT antenna net count: 0
  • Avg WL per Cell: 21.7 um
  • DRC Markers: 0
  • Routed WL: 14.1 mm
  • Vias: 3553
  • Drt first-iter violations: 201
  • N_diodes: 0
  • Drt via density: 5.48
  • Drt pass-1 iters: 4

STA
  • Final TNS setup: 0 ns
  • Post-Route Skew: 0.00423 ns
  • Least-Margin Pin Slew: 0.843 ns
  • Max-slew violation count: 0
  • Period utilization: 60.1%
  • Min cycle time layout: 4.32 ns
  • RSZ-0062 raised after global routing: false
  • Count of final setup violators: 0
  • Endpoints failing hold: 0
  • Setup ws final: 2.88 ns
  • Achievable Freq: 0.231 GHz
  • Max_slew headroom: 43.3%

Yosys
  • Avg Cell Area, Syn: 15.1 um2
  • Cells after synthesis: 445
  • Mapped cell area: 6710 um2
  • Ys cells: 445
  • Yosys chip area: 6710 um2
  • Flops after synth: 144
  • Synth Seq Share: 62.1%
  • YS warnings: 1
  • Unique cell types: 34

Setup path
  • Max FO, Critical Path: 6
  • CP required: 5.76 ns
  • Startpoint Class: primary input
  • Worst reg2reg endpoint: fmem[13][0]
  • Reg2Reg Depth: 7
  • CP Data Arrival Time: 2.88 ns
  • Reg2reg start: ra[1]
  • CP Class: primary input to output port
  • R2R setup slack: 4.49 ns
  • Crit end category: output port

Die
  • Row cnt: 41
  • Die Height: 118 um
  • Chip Width: 118 um
  • Core area: 12800 um2
  • Core Util at FP: 52.3%
  • Die footprint: 13900 um2
  • I/O Pins: 22

GRT
  • Global-route wire length before repair: 22.0 mm
  • All-Layer GR Usage: 23.9%
  • Vias in the first global route: 3755
  • Largest net degree at the start of global routing: 37
  • Overflow after GRT: 0
  • Antenna violations before repair: 0

Cells and area
  • Reg area: 4170 um2
  • Area grow syn2layout: 12.0%
  • # fillers: 1019
  • Logic area: 2370 um2
  • Share of cells above drive strength 1: 13.0%

Job
  • Log Warnings: 29
  • # Max-Cap Violations: 0

Min path
  • Worst hold start: dout[0]
  • WHS Path Cells: 2
  • HP Class: register to register
  • Hold worst-path end: dout[0]

Power and ir drop
  • Peak supply drop: 0.000137 V
  • PwrDens: 249 nW/um2
  • Leakage power: 2.78 nW
## kinds of logic after synthesis
group           Yosys count  synth area share (%)
compound gates           12                  1.42
xor+xnor                  7                 0.914
fa+ha+maj                 6                  1.12
buf+inv                  30                  2.56
flops                   144                  62.1
mux                      49                  14.1
simple gates            197                  17.8
## cell type report
class / count / area share (%)
clock inverters: 1 / 0.0667
well taps: 172 / 2.87
clock buffers: 31 / 6.63
repair buffers: 25 / 3.20
multi-input cells: 271 / 31.6
flip-flops and latches: 144 / 55.5
inverters: 4 / 0.200
## registers in the layout (all words and copies together) (netlist names)
| signal | flops |
|---|---|
| dout | 8 |
| fmem | 128 |
| ra | 4 |
| wa | 4 |
## synthesized netlist by cell type, drive strengths merged
master	number	area, um2
or3	1	6.26
nand2	7	28.8
clkbuf	12	45.0
xor2	5	43.8
a21oi	1	5.00
nor3	4	20.0
nand3b	8	60.1
and2	128	801
nor2	20	75.1
ha	6	75.1
nand4b	1	8.76
o21ai	1	5.00
nand2b	2	12.5
o221ai	8	70.1
inv	4	15.0
nand4bb	1	27.5
nor2b	1	6.26
nor4	1	6.26
xnor2	2	17.5
or4b	1	10.0
dfxtp	16	320
and3	2	12.5
edfxtp	128	3840
nand3	4	20.0
mux4	32	773
o211ai	2	15.0
buf	14	111
mux2i	17	170
or2	16	100
## report_power, final
part / switching, mW / leakage, nW / internal [mW]
Sequential: 0.0126 / 1.45 / 0.944
Combinational: 0.0858 / 1.08 / 0.0673
Clock: 0.301 / 0.242 / 0.458
## worst max-delay path, cell delays in order
cell	delay, ns
clkdlybuf4s50_1	0.52
xor2_1	0.19
nor4_1	0.22
clkdlybuf4s50_1	0.51
## per-layer routing
layer,part of all wire [%],track usage (%),vias to the layer above
met5,0,0,-
met4,1.5,3.13,0
met3,11,12.0,14
met2,45,33.0,125
met1,43,39.6,1731
li1,-,-,1683
## cell usage in the layout, fill, tap and decap left out, drive strengths merged
| cell | instances |
|---|---|
| o221ai | 8 |
| or2 | 16 |
| clkdlybuf4s50 | 21 |
| clkbuf | 31 |
| or4b | 1 |
| or3 | 1 |
| dfxtp | 16 |
| o211ai | 2 |
| nor2b | 1 |
| inv | 4 |
| xor2 | 5 |
| nor4 | 1 |
| a21oi | 1 |
| ha | 6 |
| nor3 | 4 |
| and3 | 2 |
| xnor2 | 2 |
| o21ai | 1 |
| nand4b | 1 |
| clkinv | 1 |
| and2 | 128 |
| nor2 | 20 |
| nand3b | 8 |
| buf | 4 |
| nand4bb | 1 |
| nand2b | 2 |
| nand3 | 4 |
| nand2 | 7 |
| mux4 | 32 |
| mux2i | 17 |
| edfxtp | 128 |
## worst max path at each step
| stage | end | startpoint | cells past startpoint |
|---|---|---|---|
| after CTS | empty | rd | 4 |
| final | empty | rd | 4 |
| after global routing | empty | rd | 4 |
## through the flow
step           hold slack, ns  cell area [um2]  std cells  power [mW]  util (%)
3_3_place_gp            0.482             7010        616        1.13      54.6
4_1_cts                 0.500             7510        648        1.88      58.5
5_1_grt                 0.525             7510        648        1.94      58.5
3_5_place_dp            0.485             7010        616        1.13      54.6
6_report                0.494             7510        648        1.87      58.5
2_1_floorplan           0.445             6710        445        1.07         -
Power and IR drop assume default switching activity.
