==> flow/design.v <==
module spr(wr,en,d,add);
input wr,en;
input[3:0]add;
inout reg [7:0]d;
reg[7:0]mem[15:0];
always@(*)
if(wr && ~en) 
mem[add] =d;
assign d=(en&&~wr)?mem[add]:8'hzz;
endmodule
==> flow/run.sh <==
#!/bin/bash
# OpenROAD 26Q1-2900-gdf79404cd8, Yosys 0.63+post, stock flow scripts
make -C /OpenROAD-flow-scripts/flow DESIGN_CONFIG=/design/flow/config.mk WORK_HOME=/design/flow/orfs finish
==> flow/config.mk <==
export PLATFORM = sky130hd
export DESIGN_NAME = spr
export DESIGN_NICKNAME = spr
export VERILOG_FILES = /design/flow/design.v
export SDC_FILE = /design/flow/constraint.sdc
export NUM_CORES = 4
export LEC_CHECK = 1
export CORE_UTILIZATION = 30
==> flow/constraint.sdc <==
current_design spr

set clk_period 5.1
set clk_io_pct 0.2

create_clock -name clk0 -period $clk_period

set non_clock_inputs [all_inputs -no_clocks]
set_input_delay [expr $clk_period * $clk_io_pct] -clock clk0 $non_clock_inputs
set_output_delay [expr $clk_period * $clk_io_pct] -clock clk0 [all_outputs]
==> impl_metrics.py <==
# Flow results
metrics = {
    "run_status": {
        "outcome": "did not finish",
        "lastStage": "clock tree synthesis (4_1_cts)",
        "stop_error": "[error] [KeplerFormal.cpp:679] Workflow failed: Iso has multiple drivers: .d0, _348_.X0",
    },
    "yosys": {
        "yosysWarnings": 132,
        "ff_type": "dlxtn_1",
        "synth.largest_area_cell": "dlxtn_1",
        "ys_cells": 318,
        "syn_area_mm2": 0.003422,
        "numSynthFlops": 128,
        "synth-edff-count": 0,
        "top_cells_by_count": "dlxtn_1, a22oi_1, mux2_2",
        "yosysTopAreaCellShare_pct": 56.11,
        "yosysChipArea_mm2": 0.003422,
        "synth_top_cell_by_count": "dlxtn_1",
        "synth.avg_cell_area_um2": 10.76,
        "synthCells": 318,
        "synthArstFlopShare_pct": 0,
        "synth_cell_types": 50,
        "topCellsByArea": "dlxtn_1, mux2_2, a22oi_1, buf_6, nand2_1",
    },
    "cts": {
        "cts_resized": 0,
        "cts_hold_buf": 0,
        "cts_setup_buffers": 0,
    },
    "die": {
        "dieWidth_um": 108.8,
        "row_count": 38,
        "die_h_um": 108.8,
        "fp_util_pct": 31.16,
        "io_pins": 14,
    },
    "sta": {
        "untimed_endpoints": 128,
        "unclocked_pins": 128,
    },
    "place": {
        "gp_congestion": 0.8916,
        "port_buffers": 6,
        "hpwl_um": 5688,
    },
}
[cell families after synthesis]
kind of cell	Yosys count	share of synthesized area, %
muxes	24	7.825
buffers and inverters	24	6.069
latches	128	56.11
AOI/OAI and AO/OA	65	15.69
and+or+nand+nor	77	14.26
[through the flow]
step,util [%],setup slack (ps),instance area (µm²),instances,hold slack [ps]
detailed placement,32.05,866.0,3520,451,2898
global placement,32.05,936.2,3520,451,2888
floorplan,-,1939,3422,318,2486
